### design.v
module Den_Giao_Thong
(
    street_a,
    street_a_pri_lamp,
    street_b,
    street_b_pri_lamp,
    rst_n,
    clk
);
    input           clk;                 
    input           rst_n;               
    output [2:0]    street_a;            
    output [2:0]    street_b;            
    output          street_a_pri_lamp;
    output          street_b_pri_lamp;
    wire            fsm_g;               
    wire            fsm_r;               
    wire            fsm_y;               
    wire            g_end;               
    wire            r_end;               
    wire            y_end;               
    time_counter cnt
    (
        .g_end        (g_end),
        .y_end        (y_end),
        .r_end        (r_end),
        .clk          (clk),
        .rst_n        (rst_n),
        .fsm_g        (fsm_g),
        .fsm_r        (fsm_r),
        .fsm_y        (fsm_y)
    );
    fsm fsm
    (
        .street_a           (street_a[2:0]),
        .street_a_pri_lamp  (street_a_pri_lamp),
        .street_b           (street_b[2:0]),
        .street_b_pri_lamp  (street_b_pri_lamp),
        .fsm_g              (fsm_g),
        .fsm_y              (fsm_y),
        .fsm_r              (fsm_r),
        .clk                (clk),
        .rst_n              (rst_n),
        .g_end              (g_end),
        .y_end              (y_end),
        .r_end              (r_end)
    );
endmodule
module fsm
(
   street_a,
   street_a_pri_lamp,
   street_b,
   street_b_pri_lamp,
   fsm_g,
   fsm_y,
   fsm_r,
   clk,
   rst_n,
   g_end,
   y_end,
   r_end
);
    input               clk;                    
    input               rst_n;                  
    input               g_end;                  
    input               y_end;                  
    input               r_end;                  
    output reg [2:0]    street_a;               
    output reg [2:0]    street_b;               
    output wire         fsm_g;                  
    output wire         fsm_y;                  
    output wire         fsm_r;                  
    output wire         street_a_pri_lamp;      
    output wire         street_b_pri_lamp;      
    reg [2:0] current_state,     
              next_state;        
    reg       street_a_pl,       
              street_b_pl;       
    localparam AG_BR  = 3'd0;    
    localparam AY_BR  = 3'd1;    
    localparam AR_BR1 = 3'd2;    
    localparam AR_BG  = 3'd3;    
    localparam AR_BY  = 3'd4;    
    localparam AR_BR2 = 3'd5;    
    always @ (*) begin
        case (current_state[2:0])
            AG_BR:
                begin
                    if (g_end)
                        next_state[2:0] = AY_BR;
                    else
                        next_state[2:0] = current_state[2:0];
                end
            AY_BR:
                begin
                    if (y_end)
                        next_state[2:0] = AR_BR1;
                    else
                        next_state[2:0] = current_state[2:0];
                end
            AR_BR1:
                begin
                    if (r_end)
                        next_state[2:0] = AR_BG;
                    else
                        next_state[2:0] = current_state[2:0];
                end
            AR_BG:
                begin
                    if (g_end)
                        next_state[2:0] = AR_BY;
                    else
                        next_state[2:0] = current_state[2:0];
                end
            AR_BY:
                begin
                    if (y_end)
                        next_state[2:0] = AR_BR2;
                    else
                        next_state[2:0] = current_state[2:0];
                end
            AR_BR2:
                begin
                    if (r_end)
                        next_state[2:0] = AG_BR;
                    else
                        next_state[2:0] = current_state[2:0];
                end
            default:
                next_state[2:0] = current_state[2:0];
        endcase
    end
    always @ (posedge clk)
    begin
        if (~rst_n)
            current_state[2:0] <= AR_BR1;
        else
            current_state[2:0] <= next_state[2:0];
    end
    always @ (*) begin
        case (current_state[2:0])
            AG_BR:
                begin
                    street_a[2:0] = 3'b100;     
                    street_a_pl   = 1'b0;       
                end
            AY_BR:
                begin
                    street_a[2:0] = 3'b010;     
                    street_a_pl   = 1'b0;       
                end
            default:
                begin
                    street_a[2:0] = 3'b001;     
                    street_a_pl   = 1'b1;       
                end
        endcase
    end
    always @ (*) begin
        case (current_state[2:0])
            AR_BG:
                begin
                    street_b[2:0] = 3'b100;     
                    street_b_pl   = 1'b0;       
                end
            AR_BY:
                begin
                    street_b[2:0] = 3'b010;     
                    street_b_pl   = 1'b0;       
                end
            default:
                begin
                    street_b[2:0] = 3'b001;     
                    street_b_pl   = 1'b1;       
                end
        endcase
    end
    assign fsm_g = (current_state[2:0] == AG_BR)  | (current_state[2:0] == AR_BG);    
    assign fsm_y = (current_state[2:0] == AY_BR)  | (current_state[2:0] == AR_BY);    
    assign fsm_r = (current_state[2:0] == AR_BR1) | (current_state[2:0] == AR_BR2);   
    assign street_a_pri_lamp = street_a_pl;     
    assign street_b_pri_lamp = street_b_pl;     
endmodule
module time_counter
(
    g_end,
    y_end,
    r_end,
    clk,
    rst_n,
    fsm_g,
    fsm_r,
    fsm_y
);
    parameter GREEN_TIME  = 15;      
    parameter YELLOW_TIME = 5;       
    parameter RED_TIME    = 2;       
    input       clk;
    input       rst_n;
    input       fsm_g;
    input       fsm_r;
    input       fsm_y;
    output wire g_end;
    output wire y_end;
    output wire r_end;
    reg  [7:0]  clk_counter;         
    wire        clr_counter;         
    always @ (posedge clk)
    begin
        if (~rst_n)                                          
            clk_counter[7:0] <= 8'd0;                        
        else if (clr_counter)                                
            clk_counter[7:0] <= 8'd0;                        
        else                                                 
            clk_counter[7:0] <= clk_counter[7:0] + 1'b1;     
    end
    assign g_end = fsm_g & (clk_counter[7:0] == GREEN_TIME);
    assign y_end = fsm_y & (clk_counter[7:0] == YELLOW_TIME);
    assign r_end = fsm_r & (clk_counter[7:0] == RED_TIME);
    assign clr_counter = g_end | y_end | r_end;
endmodule
### run.sh
#!/bin/bash
# OpenROAD 26Q1-2900-gdf79404cd8, Yosys 0.63+post, stock flow scripts
make -C /OpenROAD-flow-scripts/flow DESIGN_CONFIG=/design/flow/config.mk WORK_HOME=/design/flow/orfs finish
### config.mk
export PLATFORM = sky130hd
export DESIGN_NAME = Den_Giao_Thong
export DESIGN_NICKNAME = Den_Giao_Thong
export VERILOG_FILES = /design/flow/design.v
export SDC_FILE = /design/flow/constraint.sdc
export NUM_CORES = 4
export LEC_CHECK = 1
export CORE_AREA = 10 10 76 76
export DIE_AREA = 0 0 86 86
### constraint.sdc
current_design Den_Giao_Thong

set clk_period 2.8
set clk_io_pct 0.2

create_clock -name clk0 -period $clk_period [get_ports {clk}]

set non_clock_inputs [all_inputs -no_clocks]
set_input_delay [expr $clk_period * $clk_io_pct] -clock clk0 $non_clock_inputs
set_output_delay [expr $clk_period * $clk_io_pct] -clock clk0 [all_outputs]
==> impl_metrics.ini <==
; generated from flow reports
[global_routing]
first_global_vias = 573
overflow = 0
grt_max_degree = 10
grt.total_usage = 0.0391
antenna_found_initial = 0
grt_pass1_wl_um = 2480

[clock_network]
cts.sinks = 14
post-cts-setup-buffer-count = 0
cts_buffer_depth = 2
cts_tree = yes
clock.latency.late_pin_ps = 240
holdBufCountCts = 0
htree_levels = 1
clk_pin_slew_ps = 60
cts_root_buf = clkbuf_8
numCtsBuffers = 3
cts_resized = 0

[placed_design]
dp_hpwl_um = 1040
port_buffers = 9
routabilityCongestion = 0.774
dp.cells = 128

[synth]
syn_avg_cell_area_um2 = 8.79
ys_seq_frac = 0.409
yosysTopAreaCell = dfxtp_1
edf_count = 0
ys_warn_count = 2
top_cell_area_share = 0.409
topCellsByArea = dfxtp_1, a2111oi_0, ha_1
yosys_cells = 78
ys_seq_elements = 14
netlist_instances = 78
synth_cell_types = 27
ys_async_sr_fraction = 0
syn-cell-area_um2 = 686
yosys-stat-area_um2 = 686
ff_type = dfxtp_1

[critical_path]
critPathKind = in2reg
cp-start-kind = input port
crit_required_ps = 2990
startpoint = rst_n
cp.arrival_ps = 2030
critPathMaxStageDelay_ps = 640
path_cells = clkdlybuf4s50_1 > inv_1 > or4_1 > nand2_1
cp-end-kind = flop
r2r_start = cnt.clk_counter[4]
rrSetupSlack_ps = 980
rr_worst_depth = 3
critPathMaxFanout = 9
r2r-end = fsm.current_state[0]
crit_slowest_cell = clkdlybuf4s50_1

[route]
ant_nets = 0
wl_per_cell_um = 10.6
first_pass_iters = 4
drt_iter0_drc = 36
diodes = 0
vias = 579
vias_per_cell = 4.39
routed_wl_um = 1400
drc = 0

[layout]
layout_top_cell = dfxtp_1
area_growth_pct = 22.4
lay_top_cells = dfxtp_1, nand2_1, clkdlybuf4s50_1
fillers = 450
final_cells = 132
drive_above_1_share = 0.0976

[run]
cap_viol_max_count = 0
stage_log_warnings = 27

[hold_path]
whs_path_depth = 2
hp-start = fsm.current_state[4]
worstHoldPathType = reg2reg
hold-path-endpoint = fsm.current_state[1]

[floorplanning]
die_width_um = 86
core_um2 = 4120
rows = 23
initCoreUtil = 0.167
boundaryPins = 10
die_area_um2 = 7400
fp.dieH_um = 86

[timing]
drv_slew = 0
worst_slew_pin_slew_ps = 432
max_slew_margin = 0.709
post-route-period-util = 0.658
layout_min_cycle_time_ps = 1840
hold_viol = 0
finalSetupViolations = 0
fin_tns_setup_ps = 0
max_freq_ghz = 0.543
grt_setup_unrepaired = false
fin_skew_ps = 1.41

[pwr]
power.density_nw_per_um2 = 587
irDropWorstVdd_uv = 324
p_leak_nw = 0.293
finalPower_mw = 0.493

[run_status]
status = finished clean
-- flip-flops by register name (all words and copies together) (netlist names) --
| signal | cells |
|---|---|
| cnt.clk_counter | 8 |
| fsm.current_state | 6 |
-- routing by layer --
metal / GRT usage / up-vias / wire length (um)
li1: - / 286 / -
met1: 0.0468 / 275 / 656
met2: 0.0622 / 18 / 630
met3: 0.0200 / 0 / 109
met4: 0.00599 / 0 / 0
met5: 0 / - / 0
-- Yosys cell counts, types with 2 or more instances --
master and instances:
or4_4 2, clkbuf_1 4, buf_4 3, xor2_1 2, nand2_1 9, dfxtp_1 14
inv_1 4, a2111oi_0 5, ha_1 3, o22ai_1 4, nor2_1 5, o21ai_0 3
o211ai_1 2, a21oi_1 2, or3_1 2, nand3_1 3
-- worst max-delay path, delay by kind of cell --
| family | cells | cell delay [ps] |
|---|---|---|
| buf+inv | 2 | 850 |
| simple gates | 2 | 610 |
-- power by group --
| group | total, mW | internal (mW) | switching [mW] |
|---|---|---|---|
| registers | 0.234 | 0.214 | 0.0195 |
| logic | 0.0648 | 0.0373 | 0.0276 |
| clock network | 0.195 | 0.124 | 0.0702 |
-- worst max path at each step --
| stage | endpoint | slack [ps] | cells past startpoint |
|---|---|---|---|
| 4_1_cts | cnt.clk_counter[7] | 980 | 4 |
| 5_1_grt | cnt.clk_counter[4] | 910 | 5 |
| 6_report | cnt.clk_counter[7] | 960 | 4 |
-- metrics by stage --
stage	util	hold slack, ps	area (um^2)	setup WS [ps]
floorplan	-	466	686	1050
global placement	0.191	490	785	803
detailed placement	0.191	491	785	731
CTS	0.204	499	840	975
global route	0.204	520	840	905
finish	0.204	496	840	959
-- layout make-up --
type                            count  area (um^2)  share of cell area
Multi-Input combinational cell     51          337               0.401
Sequential cell                    14          280               0.334
Timing Repair Buffer                9         90.1               0.107
Tap cell                           50         62.6              0.0745
Clock buffer                        4         55.1              0.0656
Inverter                            4         15.0              0.0179
-- cells by family after synthesis --
| kind of cell | count (synthesis) | synth area share |
|---|---|---|
| xor gates and xnor gates | 3 | 0.0383 |
| adders and majority gates | 3 | 0.0548 |
| and+or+nand+nor | 26 | 0.195 |
| AOI/OAI and AO/OA | 19 | 0.203 |
| DFF | 14 | 0.409 |
| buffers and inverters | 13 | 0.100 |
Power is estimated from default activity; no workload was simulated.
